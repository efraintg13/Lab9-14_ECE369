--- flow/run.sh ---
#!/bin/bash
# OpenROAD 26Q1-2900-gdf79404cd8, Yosys 0.63+post, stock flow scripts
make -C /OpenROAD-flow-scripts/flow DESIGN_CONFIG=/design/flow/config.mk WORK_HOME=/design/flow/orfs finish
--- flow/config.mk ---
export PLATFORM = sky130hd
export DESIGN_NAME = RegisterFile
export DESIGN_NICKNAME = RegisterFile
export VERILOG_FILES = /design/flow/design.v
export SDC_FILE = /design/flow/constraint.sdc
export NUM_CORES = 4
export LEC_CHECK = 1
export CORE_UTILIZATION = 50
--- flow/constraint.sdc ---
current_design RegisterFile

set clk_period 6.8
set clk_io_pct 0.2

create_clock -name clk0 -period $clk_period [get_ports {Clk}]

set non_clock_inputs [all_inputs -no_clocks]
set_input_delay [expr $clk_period * $clk_io_pct] -clock clk0 $non_clock_inputs
set_output_delay [expr $clk_period * $clk_io_pct] -clock clk0 [all_outputs]
--- flow/design.v ---
`timescale 1ns / 1ps
module RegisterFile(ReadRegister1, ReadRegister2, WriteRegister, WriteData, RegWrite, Clk, ReadData1, ReadData2);
	input [4:0] ReadRegister1, ReadRegister2, WriteRegister;
	input [31:0] WriteData;
	input RegWrite, Clk;
	output reg [31:0] ReadData1, ReadData2;
	reg [31:0] Registers [0:31];
	integer i;
	initial begin
		for (i = 0; i < 32; i = i + 1) begin
			Registers[i] <= 32'd0;
		end
	end 
	always @(*) begin
		ReadData1 <= Registers[ReadRegister1];
		ReadData2 <= Registers[ReadRegister2];
	end
	always @(negedge Clk) begin
		if (RegWrite == 1) begin
			Registers[WriteRegister] <= WriteData;
		end
	end
endmodule
==> impl_metrics.csv <==
group,metric,value,unit
worst_setup_path,cp_data_arrival_time,5.58,ns
worst_setup_path,crit_required,5.44,ns
status,failed_checks,"negative setup slack",
cts,clock-sinks,1024,
logic_synthesis,edf_count,1024,
global_route,grt_max_degree,80,
final_timing,drv_slew,0,
final_timing,rsz0062_at_grt,"yes",
cells_and_area,fill_cells,6626,
logic_synthesis,synth_seq_share,63.1,%
logic_synthesis,synth_cells,3387,
logic_synthesis,yosysChipArea,48800,sq um
pwr,p_int,12400,uW
pwr,power_density,281,nW/um^2
pwr,power_leakage,0.0269,uW
detailed_routing,diodes,0,
worst_setup_path,cp-start-kind,"flop",
global_route,grt_overflow,0,
cts,tritoncts,"done",
logic_synthesis,synth_warnings,1,
cts,numCtsBuffers,114,
global_route,grt.total_usage,35.2,%
detailed_routing,routed_wl,157000,um
detailed_routing,firstDrtPassIters,7,
floorplan,core_util_floorplan,50.4,%
worst_setup_path,worstPathMaxFanout,2,
final_timing,slew_headroom,30.9,%
placement,port_buffers,112,
worst_setup_path,end_kind,"output port",
cts,cts_root_buffer,"clkbuf_16",
pwr,power.switching,4950,uW
cells_and_area,largest_reg_flops,1024,
logic_synthesis,synth.distinct_cells,24,
worst_hold_path,hp-class,"input pin to output port",
floorplan,chipWidth,314,um
detailed_routing,vias,35100,
floorplan,core,96700,sq um
final_timing,worst_pin_slew,1.04,ns
floorplan,dieHeight,314,um
floorplan,io_pins,113,
final_timing,final-hold-violation-count,0,
placement,dp_slack,-0.0660,ns
cells_and_area,layout-drive-gt1-share,14.0,%
detailed_routing,drt_iter0_drc,2169,
pwr,p_total,17400,uW
cells_and_area,regMostFlops,"Registers",
detailed_routing,drcViolationCount,0,
logic_synthesis,largest_area_cell,"edfxtp_1",
logic_synthesis,flop_cell,"edfxtp_1",
global_route,grt_pass1_wl,229000,um
final_timing,setup_tns,-1.76,ns
detailed_routing,viasPerCell,5.89,
global_route,antenna_found_initial,1,
cells_and_area,area_delta_synth_final,26.8,%
floorplan,row_count,114,
status,status,"complete, but fails checks",
pwr,vdd_drop_max,0.248,mV
pwr,comb_power_share,8.3,%
detailed_routing,wire_per_inst,26.3,um
pwr,p_seq_share,41.0,%
floorplan,dieArea,98800,sq um
logic_synthesis,async_flop_share,0,%
logic_synthesis,top_area_share,63.1,%
final_timing,fin_ws,-0.143,ns
pwr,power_frac_clock,50.7,%
placement,place.gp.congestion,0.954,
logic_synthesis,synth_flops,1024,
worst_setup_path,worst-setup-path-type,"flop to output port",
logic_synthesis,synth.cell_area,48800,sq um
logic_synthesis,yosys_cells,3387,
cells_and_area,largest_registers,"Registers x1024",
logic_synthesis,top_cells_by_area,"edfxtp_1 (63%), mux2i_1 (21%), a22oi_1 (3.0%)",
run,maxCapViolCount,0,
cts,htree_levels,3,
detailed_routing,final_antenna_net_count,0,
cts,path_clk_slew,0.03,ns
final_timing,fin_hold_ws,3.68,ns
cts,ctsLongestPathBuffers,3,
final_timing,setup_violations,32,
run,warning_count,1030,
pwr,switching_share,28.5,%
placement,hpwl,93600,um
global_route,grt_pass1_vias,38600,
logic_synthesis,syn_avg_cell_area,14.4,sq um
[power by group through the flow]
stage	Combinational [uW]	Clock [uW]	Sequential (uW)
6_report	1440	8800	7110
5_1_grt	1520	9760	7110
4_1_cts	1420	9020	7110
[final timing paths]
check	slack, ns	end	start	depth (start not counted)
max	-0.14	ReadData1[27]	Registers[7][27]	7
min	3.68	ReadData2[10]	ReadRegister2[1]	6
[critical path, cell delays in order (launching register included)]
cell      delay (ns)
edfxtp_1        0.37
mux2i_1         0.17
a22o_1          0.22
nor3_2          0.05
buf_4           0.20
a31oi_4         0.19
nand3_4         0.14
buf_2           0.14
[cell usage in the layout, fill, tap and decap left out, types with 3 or more instances in the layout]
cell type and count:
a21oi_1 192, a22o_1 128, a22oi_1 190, a31oi_1 25, a31oi_2 14, a31oi_4 25, buf_12 85, buf_2 44
buf_4 126, buf_6 18, bufinv_16 24, clkbuf_16 116, clkbuf_2 6, clkdlybuf4s50_1 46, clkinvlp_2 32, edfxtp_1 1024
inv_1 1050, inv_4 9, mux2i_1 1024, nand2_1 193, nand2b_2 4, nand3_1 154, nand3_2 23, nand3_4 17
nand3b_1 5, nor2_4 34, nor2b_4 4, nor3_1 3, nor3_2 33, nor3_4 28, or3b_2 3
[metal layers]
| layer | wire [um] | vias up | part of all wire [%] | track usage, % |
|---|---|---|---|---|
| met5 | 194 | - | 0.12 | 1.69 |
| met1 | 55200 | 16700 | 35 | 44.5 |
| li1 | - | 15800 | - | - |
| met2 | 72100 | 2291 | 46 | 48.0 |
| met3 | 24400 | 314 | 16 | 25.4 |
| met4 | 5210 | 10 | 3.3 | 14.5 |
[area by class of cell]
type                            instances  area (sq um)  share of cell area, %
Clock buffer                          116          2900                   4.70
Tap cell                             1276          1600                   2.58
Multi-Input combinational cell       2109         18100                   29.2
Timing Repair Buffer                  327          3590                   5.81
Clock inverter                       1119          4920                   7.96
Sequential cell                      1024         30700                   49.7
[what timing repair did]
action / CTS / global route
buffers inserted: 11 / 2
gates cloned: 0 / 0
pin swaps: 127 / 80
hold buffers: 0 / 0
setup endpoints to repair: 64 / 64
gates resized: 414 / 29
[metrics by stage]
step           util [%]  instances  area [sq um]
4_1_cts            63.8       5971         61700
5_1_grt            63.9       5971         61800
6_report           63.9       5971         61800
3_3_place_gp       54.9       4754         53100
2_1_floorplan         -       3387         48800
3_5_place_dp       54.9       4754         53100
[logic make-up after synthesis]
kind of cell,count (synthesis),share of synthesized area (%)
buffers and inverters,254,3.16
AND/OR/NAND/NOR,509,4.72
AND-OR/OR-AND,576,8.05
multiplexers,1024,21.0
flip-flops,1024,63.1
[synth_stat cells, drive strengths merged, types with 5 or more instances]
library cell	n
edfxtp	1024
mux2i	1024
nand2	195
nand3	194
a21oi	192
a22oi	192
buf	176
a22o	128
clkbuf	77
a31oi	64
nor3	64
nor2	35
nand3b	5
Power and IR drop assume default switching activity.
