==> ./design.v <==
`timescale 1ns / 1ps
module Mux32Bit2To1(out, inA, inB, sel);
    output reg [31:0] out;
    input [31:0] inA;
    input [31:0] inB;
    input sel;
    always @(inA,inB,sell) begin
        if (sel == 0) begin
            out <= inA;
        end
        else begin
            out <= inB;
        end
    end
endmodule
==> ./run.sh <==
#!/bin/bash
# OpenROAD 26Q1-2900-gdf79404cd8, Yosys 0.63+post, stock flow scripts
make -C /OpenROAD-flow-scripts/flow DESIGN_CONFIG=/design/flow/config.mk WORK_HOME=/design/flow/orfs finish
==> ./config.mk <==
export PLATFORM = sky130hd
export DESIGN_NAME = Mux32Bit2To1
export DESIGN_NICKNAME = Mux32Bit2To1
export VERILOG_FILES = /design/flow/design.v
export SDC_FILE = /design/flow/constraint.sdc
export NUM_CORES = 4
export LEC_CHECK = 1
export CORE_AREA = 10 10 70 70
export DIE_AREA = 0 0 80 80
==> ./constraint.sdc <==
current_design Mux32Bit2To1

set clk_period 1.0
set clk_io_pct 0.2

create_clock -name clk0 -period $clk_period

set non_clock_inputs [all_inputs -no_clocks]
set_input_delay [expr $clk_period * $clk_io_pct] -clock clk0 $non_clock_inputs
set_output_delay [expr $clk_period * $clk_io_pct] -clock clk0 [all_outputs]
==> run notes <==
Observations from the implementation run.

Final timing:
- The run puts the headroom to the max-slew limit at 95.92%.
- In the final timing run, aggregate negative setup slack is -5032 ps.
- The run gives the final tally of hold violations as 0.
- The run puts the achievable clock frequency at 850.8 MHz.
- The run gives the setup slack after layout as -175.4 ps.
- The run puts the number of setup violations in the final report at 32.
- Of the available clock period, the critical path in the final layout requires 117.5%.
- Setup repair after global routing could not meet its margin everywhere.
- The run gives the minimum clock period as 1175 ps.
- The run puts the number of max-slew violations in the final report at 0.
- The run puts the slew at the pin closest to its max-slew limit at 61.11 ps.

Synth:
- The run gives the cell total in the yosys stat output as 36.
- The run gives the sequential element share of the synthesized area as 0%.
- The run gives the instance count of the mapped netlist as 36.
- The run puts the proportion of netlist area held by the largest area contributor at 82.76%.
- The run puts the synthesized area per cell at 15.12 um^2.
- Counting instances in the post-synthesis netlist gives the leading cell types as mux2_4, buf_12, mux2_2.
- The run gives the yosys synthesis chip area as 544.3 um^2.
- The run gives the cell area after synthesis as 544.3 um^2.
- After synthesis, the netlist uses 4 different library cells.
- The run puts the number of warnings issued by yosys at 1.
- The biggest area contributor in the post-synthesis netlist is mux2_4.
- The run gives the cell with the most instances after synthesis as mux2_4.
- Ranked by total cell area, the synthesized netlist is headed by mux2_4, buf_12, mux2_2.

Floorplan:
- The run puts the placeable core region at 3416 um^2.
- The run gives the total die size as 6400 um^2.
- The run puts the number of top-level pins at 97.
- The die is 80 um tall.
- The run puts the initial core utilization at 15.93%.
- The run gives the cell row count as 21.
- The run gives the overall die width as 80 um.

Detailed routing:
- The run gives the detailed router's first-iteration violation count as 4.
- The run gives the diode insertion count for antenna repair as 0.
- The run gives the iteration tally of the first detailed-router pass as 2.
- The run gives the via-per-instance ratio as 3.802.
- Nets still carrying antenna violations after routing amount to 0.
- The run gives the post-detailed-route DRC marker count as 0.
- Per the detail_route report, routed wire per instance is 14.84 um.
- The run gives the total via count in the routed design as 730.
- The run gives the final routed wirelength across all metal layers as 2849 um.

Placement:
- The run gives the global placement routability congestion as 0.7595.
- Input and output buffers added on the ports amount to 97.
- The run puts the half-perimeter wire length after placement at 2396 um.
- The run puts the worst slack after detailed placement at -496.6 ps.

Power:
- The run gives the reported leakage power as 0.9905 nW.
- The run puts the worst ir drop on vdd at 0.1734 mV.
- Total power for the finished layout comes to 659.9 uW.
- Dividing total power by cell area gives a power density of 388.7 nW/um^2.

Layout:
- The run puts the share of cells above drive strength 1 at 56.16%.
- From synthesis to final layout, the design area changed by 212.0%.
- The run puts the register area at 0 um^2.
- The run gives the sequential cell count of the final layout as 0.
- The run puts the tally of clock buffers in the finished layout at 0.
- Measured on the finished design, the core utilization comes to 49.71%.
- The run puts the filler cell count in the final layout at 327.

Global routing:
- The run puts the global route total overflow at 0.
- The run gives the number of global-route vias before repair as 824.
- The run puts the aggregate global-route resource usage at 7.873%.
- The run puts the number of antenna violations at the first check in global routing at 0.
- The run puts the wire length of the first global-routing pass at 4146 um.
- The run gives the maximum number of pins on one net before global-route repair as 8.

CTS:
- The run puts the cts-stage hold buffer count at 0.

Worst hold path:
- The run gives the worst min-delay path class as in -> out.

Setup path:
- The critical path endpoint has a required time of 800 ps.
- For reference, the most critical setup path is categorized as in -> out.
- STA classifies the critical path startpoint as an input pin.
- The run gives the critical path data arrival time as 980 ps.
- The run gives the maximum fanout count along the critical path as 7.
- The worst setup path is captured at an output port.

Job:
- The run gives the number of logged tool warnings as 34.
- The run puts the count of maximum capacitance violations at 0.

Status:
- The run finished, with violations left.
- The final reports fail on setup timing.
worst max-delay path: stages:
cell and delay [ps]:
buf_12 110, buf_12 130, buf_8 120, mux2_4 300
buf_6 110
metrics by stage:
step | instances | hold WS (ps) | area (um^2)
6_report | 192 | 694.3 | 1698
5_1_grt | 192 | 714.1 | 1698
4_1_cts | 192 | 800.4 | 1607
3_5_place_dp | 177 | 1335 | 1536
3_3_place_gp | 177 | 1331 | 1536
2_1_floorplan | 36 | 497.7 | 544.3
what timing repair did:
action | in CTS | in global routing
buffers inserted | 14 | 0
resized | 170 | 23
gates cloned | 1 | 0
hold endpoints to repair | 0 | 0
setup endpoints to repair | 32 | 32
cell usage in the layout (no fill, tap or decap):
cell type        Yosys  layout
buf_16               0       1
buf_12               3       3
buf_6                1      29
dlymetal6s2s_1       0      14
mux2_4              30      32
buf_4                0       2
dlygate4sd2_1        0      40
buf_2                0      12
buf_8                0       3
clkdlybuf4s50_1      0      10
power breakdown:
part / total (mW) / switching, mW / internal [mW] / leakage (nW)
Sequential: 0 / 0 / 0 / 0
Clock: 0 / 0 / 0 / 0
Combinational: 0.660 / 0.141 / 0.519 / 0.990
Total: 0.660 / 0.141 / 0.519 / 0.990
layer usage:
| layer | GRT usage (%) | part of all wire [%] | vias up |
|---|---|---|---|
| li1 | - | - | 362 |
| met1 | 8.965 | 40 | 317 |
| met2 | 14.29 | 49 | 51 |
| met3 | 3.068 | 11 | 0 |
| met4 | 0 | 0 | 0 |
| met5 | 0 | 0 | - |
worst paths after layout:
path / cells after the start / end / start
worst min-delay path: 3 / out[24] / inA[24]
worst max-delay path: 5 / out[31] / sel
area by class of cell:
type | instances | area, um^2 | area share (%)
well taps | 46 | 57.56 | 3.390
repair buffers | 114 | 1160 | 68.31
multi-input cells | 32 | 480.5 | 28.30
cells by family after synthesis:
family and synth area share [%]:
buf+inv 13.10, mux 86.90
Power and IR drop assume default switching activity.
